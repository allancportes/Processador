<file path="/design/flow/design.v">
module MuxInput (MUXDMOut, switch, out, inputControl);  
  input [31:0] MUXDMOut;
  input [15:0] switch;
  output reg [31:0] out;
  input inputControl;
 always @ (*) begin
	if(inputControl) begin
		out = {16'd0, switch};
	end
	else begin
		out = MUXDMOut;
	end
end
endmodule
</file>
<file path="/design/flow/run.sh">
#!/bin/bash
# OpenROAD 26Q1-2900-gdf79404cd8, Yosys 0.63+post, stock flow scripts
make -C /OpenROAD-flow-scripts/flow DESIGN_CONFIG=/design/flow/config.mk WORK_HOME=/design/flow/orfs finish
</file>
<file path="/design/flow/config.mk">
export PLATFORM = sky130hd
export DESIGN_NAME = MuxInput
export DESIGN_NICKNAME = MuxInput
export VERILOG_FILES = /design/flow/design.v
export SDC_FILE = /design/flow/constraint.sdc
export NUM_CORES = 4
export LEC_CHECK = 1
export CORE_AREA = 10 10 70 70
export DIE_AREA = 0 0 80 80
</file>
<file path="/design/flow/constraint.sdc">
current_design MuxInput

set clk_period 1.0
set clk_io_pct 0.2

create_clock -name clk0 -period $clk_period

set non_clock_inputs [all_inputs -no_clocks]
set_input_delay [expr $clk_period * $clk_io_pct] -clock clk0 $non_clock_inputs
set_output_delay [expr $clk_period * $clk_io_pct] -clock clk0 [all_outputs]
</file>
==> impl_metrics.py <==
# Metrics from the implementation run
metrics = {
    "status": {
        "run_status": "finished with violations",
        "violations": "negative setup slack",
    },
    "critical_path": {
        "worstPathRequired_ns": 0.80,
        "crit_path_top_delay_cell": "mux2_4",
        "cp_slowest_stage_delay_ns": 0.30,
        "critPathArrivalTime_ns": 0.87,
        "cpMostUsedCell": "buf_12",
        "crit_chain": "buf_12 -> buf_12 -> mux2_4 -> buf_6",
        "critPathCaptureType": "output pin",
        "critPathKind": "in2out",
        "start_kind": "input pin",
        "path_max_fanout": 6,
    },
    "timing": {
        "fin_crit_ns": 1.07,
        "finalHoldWorstSlack_ns": 0.787,
        "tns_ns": -1.16,
        "finalSetupViolCount": 26,
        "hold_viol": 0,
        "slew_violations": 0,
        "finalClockPeriodUsage_pct": 107,
        "clock.fmax_ghz": 0.933,
        "setup_slack_ns": -0.0721,
        "worst_pin_slew_ns": 0.0823,
        "relSlewSlack_pct": 94.5,
        "rsz0062_at_grt": "true",
    },
    "finish": {
        "drive_gt1_share_pct": 49.2,
        "fin_cells": 166,
        "seq_cell_count": 0,
        "regArea_sq_um": 0,
        "area_growth_pct": 299,
        "nClkBuffers": 0,
    },
    "placement": {
        "io_buffers": 81,
        "place_inst": 161,
        "finalWeightedCongestion": 0.827,
        "dp_hpwl_mm": 2.29,
        "dp_slack_ns": -0.882,
    },
    "detailed_routing": {
        "vias_per_cell": 3.66,
        "postRouteAntennaNets": 0,
        "first_iter_violations": 6,
        "drc": 0,
        "n_antenna_cell": 0,
        "vias": 608,
        "drt_pass1_iterations": 2,
        "wl_per_cell_microns": 16.9,
        "wl_mm": 2.81,
    },
    "global_routing": {
        "grtUsageTotal_pct": 7.78,
        "grt_pass1_vias": 721,
        "grt_pass1_wl_mm": 3.91,
        "antenna_found_initial": 0,
        "gr-total-overflow": 0,
        "grt_max_degree": 13,
    },
    "power_and_ir_drop": {
        "power_mw": 0.452,
        "powerDensity_mw_per_mm2": 368,
        "max-vdd-ir-drop_uv": 119,
        "p_leak_nw": 0.674,
    },
    "synth": {
        "top_cells_by_count": "16 x mux2_2, 16 x nor2b_1, 2 x buf_6",
        "ys_area_sq_um": 308,
        "top_area_share_pct": 58.5,
        "netlist_instances": 35,
        "top_cells_by_area": "mux2_2 59%, nor2b_1 33%, buf_6 7.3%, buf_2 1.6%",
        "synth_area_sq_um": 308,
        "ys_seq_share_pct": 0,
        "largest_area_cell": "mux2_2",
        "avgSynthCellArea_sq_um": 8.79,
        "yosys_cells": 35,
        "yosysWarnings": 1,
        "synthDistinctLibCells": 4,
    },
    "floorplanning": {
        "initCoreUtil_pct": 9.01,
        "chipWidth_microns": 80,
        "ios": 81,
        "die_h_microns": 80,
        "rows": 21,
        "die_area_sq_mm": 0.00640,
        "coreArea_sq_mm": 0.00342,
    },
    "min_path": {
        "hold_path.class": "in2out",
        "hold_depth": 3,
    },
    "run": {
        "tool_warnings": 34,
        "maxCapViolations": 0,
    },
    "clocking": {
        "holdBufCountCts": 0,
    },
}
final timing paths:
check	startpoint	end	slack, ns
max	inputControl	out[0]	-0.07
min	MUXDMOut[24]	out[24]	0.79
power by group:
group          switching (mW)  leakage (nW)  total [mW]  internal, mW
clock network               0             0           0             0
registers                   0             0           0             0
logic                   0.114         0.674       0.452         0.338
metrics by stage:
step	util (%)	cell area [sq um]
2_1_floorplan	-	308
3_3_place_gp	34.4	1180
3_5_place_dp	34.4	1180
4_1_cts	33.1	1130
5_1_grt	35.9	1230
6_report	35.9	1230
final cells by class:
cell class / instances / area (sq um)
Timing Repair Buffer: 88 / 807
Multi-Input combinational cell: 32 / 363
Tap cell: 46 / 57.6
Fill cell: 365 / 2190
timing repair:
| item | CTS | global route |
|---|---|---|
| gates resized | 180 | 8 |
| cloned | 2 | 2 |
| setup buffers | 1 | 0 |
| endpoints found under the setup margin | 32 | 30 |
cell usage in the layout (no fill, tap or decap):
cell / Yosys / routed
nor2b_4: 0 / 3
buf_6: 2 / 9
clkbuf_16: 0 / 2
buf_16: 0 / 2
nor2b_1: 16 / 13
dlygate4sd2_1: 0 / 48
buf_2: 1 / 24
mux2_4: 0 / 16
buf_12: 0 / 3
cell families (layout without fill, tap and decap cells):
logic type | after synthesis | after routing | share of synthesized area [%]
simple gates | 16 | 16 | 32.5
buf+inv | 3 | 88 | 8.94
mux | 16 | 16 | 58.5
routing by layer:
layer	wire [microns]	GRT usage, %	up-vias
met4	0	0	0
met1	943	7.25	259
met5	0	0	-
li1	-	-	293
met2	1320	13.8	56
met3	551	6.25	0
worst max-delay path: cells and delay by family:
kind | cells | cell delay (ns)
multiplexers | 1 | 0.30
buffers and inverters | 3 | 0.37
Power figures rest on the tool's default switching activity, not on a simulated workload.
