File: /design/flow/design.v
module Output_Module (clock, address, writedata, dataout, out, MemoryWrite, reset);
	input clock, out, MemoryWrite, reset;
	input [4:0] address;
	input [31:0] writedata;
	output reg [31:0] dataout;
	reg [31:0] Memory [31:0];
	always @(posedge clock)
		begin
			Memory[0] = 32'b0;
			if (MemoryWrite)
				Memory[address] = writedata;
			else if (out)
				dataout = Memory[address];
			else if (reset)
				dataout = Memory[0];
		end
endmodule
File: /design/flow/run.sh
#!/bin/bash
# OpenROAD 26Q1-2900-gdf79404cd8, Yosys 0.63+post, stock flow scripts
make -C /OpenROAD-flow-scripts/flow DESIGN_CONFIG=/design/flow/config.mk WORK_HOME=/design/flow/orfs finish
File: /design/flow/config.mk
export PLATFORM = sky130hd
export DESIGN_NAME = Output_Module
export DESIGN_NICKNAME = Output_Module
export VERILOG_FILES = /design/flow/design.v
export SDC_FILE = /design/flow/constraint.sdc
export NUM_CORES = 4
export LEC_CHECK = 1
export CORE_UTILIZATION = 50
File: /design/flow/constraint.sdc
current_design Output_Module

set clk_period 7.4
set clk_io_pct 0.2

create_clock -name clk0 -period $clk_period [get_ports {clock}]

set non_clock_inputs [all_inputs -no_clocks]
set_input_delay [expr $clk_period * $clk_io_pct] -clock clk0 $non_clock_inputs
set_output_delay [expr $clk_period * $clk_io_pct] -clock clk0 [all_outputs]
==> flow_results.org <==
#+TITLE: Flow metrics

** Run status
- The flow ran to the end, and the final reports show no timing, DRC or antenna violations.

** Clocking
- The H-tree generated during clock tree synthesis spans 3 levels.
- Clock transition at the registers of the reported paths :: around 0.06 ns
- Clock buffers created by TritonCTS :: between 100 and 150
- After clock tree synthesis, the setup repair step added 0 buffers.
- Deepest clock path buffer count :: 3
- Clock tree from TritonCTS :: built
- The clock reaches the later pin of the worst-skew pair after 0.67 ns.
- Root Buffer :: sky130_fd_sc_hd__clkbuf_16
- For this design, the sink count on the clock tree is 1024.
- Quantity of hold-fixing buffers added after cts :: 0
- Once the clock tree was built, the resizer swapped 0 gates to a different size.

** Global route
- GRT Total Usage :: 31.8%
- Initial antenna violation count :: 1
- Global-route wire length before repair :: 160000 um
- Via count of the first global-routing pass :: 23800
- Largest net degree at the start of global routing :: 56
- Sum of overflow across all layers after global routing :: 0

** Layout
- Number of filler cells placed in the layout :: 5641
- In the final layout, the share of cells above drive strength 1 is 15.3%.
- Sequential cell area :: 30700 um^2
- The final report lists a non-filler cell total of 3549.
- At the end of the flow the core is filled with cells to 58.1%.
- The layout report lists the multi-input gate area as 7960 um^2.
- Area growth, synth to finish :: 14.9%

** Drt
- Per the detail_route report, vias per standard cell equal 6.32.
- After detailed routing, the total wire length is 111000 um.
- Number of violations reported at the end of detailed-routing iteration 0 :: between 1500 and 2000
- Remaining antenna violation count :: 0
- The final route contains 22400 vias.
- Total antenna diodes in the routed design :: 0
- Drc violations :: 0
- Number of detailed-route iterations in the first pass :: 7
- DR WL/cell :: 31.2 um

** Setup path
- Arrival time reported for the critical path endpoint :: 5.04 ns
- The critical path is of the in2reg type.
- Data required time at the worst endpoint :: 7.89 ns
- CP Launch Type :: input pin
- Highest fanout seen on the critical path :: roughly 40
- The timing report gives the worst reg2reg path a setup slack of 5.26 ns.
- Kind of capture point of the worst setup path :: register

** Timing
- Clock Skew :: 0.0217 ns
- RSZ-0062 raised after global routing :: no
- Hold Vio Cnt, Final :: 0
- In this build the clock could be raised as far as 0.219 GHz.
- Final critical-path share of the clock period :: 61.6%
- Checking max transition, the worst relative margin is 29.6%.
- At the pin with the least slew margin, the transition time is approximately 1.1 ns.
- Setup total negative slack :: 0 ns
- After layout, the worst setup slack is 2.84 ns.
- Clock period minus worst slack :: between 4 and 5 ns
- Number of failing setup endpoints in the final timing report :: 0
- For reference, the final report shows the max-slew violation count at 0.

** Power
- Maximum resistive drop on vdd :: 0.000216 V
- In the power breakdown, the internal column shows slightly below 10 mW.
- Fraction of power spent switching nets :: 20.6%
- Static leakage :: 14.4 nW
- Overall power of the completed layout :: ~12 mW
- Per the OpenROAD power report, switching power amounts to about 2.5 mW.
- The flow reports that the clock network draws 43.0% of the design power.
- Dividing total power by cell area gives a power density of approximately 270 nW/um^2.
- Per report_power, the sequential group accounts for 52.6% of the total.
- Combinational logic burns 4.4% of the power.

** Logic synthesis
- Instance tally after logic synthesis :: 2295
- Cell taking the most area after synthesis :: sky130_fd_sc_hd__edfxtp_1
- Sequential cell area fraction in the yosys report :: 78.4%
- Post-synth ARST share :: 0%
- By count the netlist is led by sky130_fd_sc_hd__edfxtp_1, sky130_fd_sc_hd__nand3_1, sky130_fd_sc_hd__a22oi_1, sky130_fd_sc_hd__mux2i_1, sky130_fd_sc_hd__nand4_1.
- Counting flops with a built-in enable in the synthesized netlist gives 1024.
- Post-synthesis, Yosys gives the total cell area as 39200 um^2.
- Main flop type :: sky130_fd_sc_hd__edfxtp_1
- Per-instance average area after synthesis :: 17.1 um^2
- Synthesis inferred between 1000 and 1500 register bits.
- The synthesized netlist contains 65 unique library cells.
- Leading post-synthesis cells by cell area :: sky130_fd_sc_hd__edfxtp_1, sky130_fd_sc_hd__nand3_1, sky130_fd_sc_hd__mux2i_1
- Summing every instance area after synthesis gives 39200 um^2.
- The area fraction of the largest cell type after synthesis is just under 80%.
- Yosys cell count :: 2295
- Yosys warning count :: 2
- Post-synthesis cell type with the largest instance count :: sky130_fd_sc_hd__edfxtp_1

** Flow run
- Log Warnings :: 26
- In this run the maximum-capacitance check reported violations numbering 0.

** Placed design
- After legalization and detailed placement, the total HPWL measured approximately 66000 um.
- Quantity of I/O buffers inserted on ports :: between 70 and 80
- Per the post-place timing report, worst setup slack is roughly 2.3 ns.
- RePlAce ended its routability-driven mode at a weighted congestion of 0.950.
- Instance count after placement with tap cells included :: roughly 3400

** Floorplan
- Die width :: 282 um
- Fp_density :: 50.6%
- Die Size :: 79500 um^2
- According to the I/O placement log, the pin count is between 70 and 80.
- The floorplan has a little over 100 rows.
- Die y size :: 282 um
- The core region is 77500 um^2.

** Min path
- Min-Delay Path Class :: reg2reg
[layout make-up]
class / instances / area share (%)
clock buffer: 121 / 5.97
clock inverter: 67 / 1.71
multi-input combinational: 1109 / 17.7
sequential: 1024 / 68.3
tap: 1040 / 2.89
timing repair buffer: 188 / 3.49
[sequential cells by signal, indices dropped and copies added (netlist names)]
name,count
dataout,32
Memory,992
[power by group through the flow]
stage	Sequential, mW	Combinational (mW)	Clock [mW]
6_report	6.49	0.547	5.31
5_1_grt	6.50	0.581	5.59
4_1_cts	6.49	0.545	5.38
[cells in the final DEF, fill, tap and decap left out, drive strengths merged, types with 13 or more instances in the layout]
cell type,count
a32oi,18
buf,121
bufinv,17
mux2i,85
nor2b,14
and4,20
a21oi,25
o22ai,30
nor2,69
nor3b,13
nand2,32
o21ai,19
and2,14
and3b,24
nand3,297
nor4,32
a22oi,90
clkbuf,121
a32o,18
clkdlybuf4s50,67
and3,47
edfxtp,1024
mux2,48
a221o,30
nand4,81
clkinv,41
[per-stage QoR]
stage / hold slack, ns / cell area (um^2)
final: 0.661 / 45000
after global routing: 0.689 / 45000
after CTS: 0.658 / 45000
after detailed placement: 0.638 / 41600
after global placement: 0.651 / 41600
after floorplan: 0.584 / 39200
[routing by layer]
| metal | vias up | routed length, um | GRT usage, % | part of all wire [%] |
|---|---|---|---|---|
| met3 | 208 | 18400 | 22.2 | 17 |
| li1 | 9662 | - | - | - |
| met1 | 11000 | 37500 | 42.8 | 34 |
| met2 | 1549 | 50900 | 44.6 | 46 |
| met5 | - | 172 | 2.63 | 0.16 |
| met4 | 6 | 3730 | 8.58 | 3.4 |
[final timing paths]
check / from / endpoint / depth (start not counted)
worst max register to register: Memory[22][28]$_DFFE_PP_ / dataout[28]$_SDFFCE_PN0P_ / 5
worst max-delay path: address[2] / dataout[31]$_SDFFCE_PN0P_ / 8
worst min-delay path: Memory[23][22]$_DFFE_PP_ / dataout[22]$_SDFFCE_PN0P_ / 2
worst min register to register: Memory[23][22]$_DFFE_PP_ / dataout[22]$_SDFFCE_PN0P_ / 2
[critical path: stages]
cell	delay (ns)
sky130_fd_sc_hd__buf_4	0.34
sky130_fd_sc_hd__buf_4	0.55
sky130_fd_sc_hd__nor2b_4	0.76
sky130_fd_sc_hd__buf_4	0.50
sky130_fd_sc_hd__and2_1	0.74
sky130_fd_sc_hd__buf_4	0.30
sky130_fd_sc_hd__a21oi_1	0.09
sky130_fd_sc_hd__a41oi_1	0.21
[logic make-up after synthesis]
family                 Yosys count  share of synthesized area (%)
flip-flops                    1024                           78.4
buffers and inverters          162                           2.09
AND/OR/NAND/NOR                674                           9.72
AND-OR/OR-AND                  296                           5.80
multiplexers                   139                           3.95
Power is estimated from default activity; no workload was simulated.
